==> /design/flow/design.v <==
module A2D_intf(clk, rst_n, chnnl, strt_cnv, MISO, cnv_cmplt, res, A2D_SS_n, SCLK, MOSI);
input clk, rst_n, MISO, strt_cnv;
input [2:0]chnnl;
output A2D_SS_n, MOSI, SCLK;
output [11:0] res;
output cnv_cmplt;
reg [2:0]state, nxtstate;
reg set_cc, wrt, cnv_cmplt;
reg [11:0] res;
reg [15:0] rd_data, cmd;
wire done;
localparam IDLE = 2'b00;
localparam WAIT = 2'b01;
localparam SPI_snd = 2'b10;
localparam SPI_get = 2'b11;
SPI_mstr iSPI(.clk(clk), .rst_n(rst_n), .SS_n(A2D_SS_n), .SCLK(SCLK), .MISO(MISO), .MOSI(MOSI), .wrt(wrt), .done(done), .rd_data(rd_data), .cmd(cmd));
always @(posedge clk, negedge rst_n) begin
 if(!rst_n)
  state <= IDLE;
 else
  state <= nxtstate;
end
always @(posedge clk, negedge rst_n) begin
 if(!rst_n)
  cnv_cmplt <= 1'b0;
 else if(strt_cnv)
  cnv_cmplt <= 1'b0;
 else if(set_cc)
  cnv_cmplt <= 1'b1;
end
always @(*) begin
  wrt = 0;
  set_cc = 0;
  nxtstate = IDLE;
  case(state)
	IDLE : if(strt_cnv) begin
		nxtstate = SPI_snd;
		wrt = 1;
	end else 
		nxtstate = IDLE;
	SPI_snd : if(!done) 
		nxtstate = SPI_snd;
	else
		nxtstate = WAIT;
	WAIT : begin
		nxtstate = SPI_get;
		wrt = 1;
	end 
	SPI_get : if(!done)
		nxtstate = SPI_get;
	else begin
	   set_cc = 1;
		nxtstate = IDLE;
	end
	default : nxtstate = IDLE;
  endcase
end  
assign cmd = {2'b00, chnnl, 11'h000};
assign res = rd_data[11:0];
endmodule
module SPI_mstr(
	input clk,
	input rst_n,
	input wrt,
	input MISO,
	input [15:0] cmd,			 
	output reg done,				 
	output [15:0] rd_data,		 
	output SCLK,
	output reg SS_n,
	output MOSI
);
typedef enum reg[1:0] {IDLE,SHIFT,PORCH} state_t;
state_t state, nxt_state;
reg [4:0] dec_cnt, shft_cnt;
reg [15:0] shft_reg;
reg clr_done, set_done;
reg rst_cnt, en_cnt, shft;
assign MOSI = shft_reg[15];
assign rd_data = shft_reg;
always @(posedge clk, negedge rst_n) begin
	if (!rst_n) begin
		done <= 1'b0;
		SS_n <= 1'b0;
	end else if(set_done) begin
		done <= 1'b1;
		SS_n <= 1'b1;
	end else if(clr_done) begin
		done <= 1'b0;
		SS_n <= 1'b0;
	end
end
always @(posedge clk, negedge rst_n) 
	if(!rst_n)
		dec_cnt <= 5'h18;
	else if(rst_cnt)
		dec_cnt	<= 5'h18;
	else
		dec_cnt <= dec_cnt - 1;
assign SCLK = dec_cnt[4];
always @(posedge clk, negedge rst_n)
	if(!rst_n)
		shft_cnt <= 5'h00;
	else if(en_cnt)
		shft_cnt <= shft_cnt + 1;
always @(posedge clk)
	if (wrt)
		shft_reg <= cmd;
    else if (shft)
		shft_reg <= {shft_reg[14:0],MISO};
always @(posedge clk, negedge rst_n)
	if(!rst_n)
		state = IDLE;
	else 
		state = nxt_state;
always @(*) begin
	rst_cnt = 0;
	en_cnt = 0;
	shft = 0;
	set_done = 0;
	clr_done = 0;
	nxt_state = IDLE;
	case (state)
		IDLE : begin
			rst_cnt = 1'b1;
			if (wrt) begin
				nxt_state = SHIFT;
				clr_done = 1'b1;
			end
			else 
				nxt_state = IDLE;
		end
		SHIFT : begin
			en_cnt = (&dec_cnt[4:1]) ? 1'b1 : 1'b0;
			shft = (&dec_cnt[4:1]) ? 1'b1 : 1'b0;
			if (shft_cnt[4])
				nxt_state = PORCH;
			else
				nxt_state = SHIFT;
		end
		PORCH : begin
			if (&dec_cnt[4:3]) begin
				nxt_state = IDLE;
				set_done = 1'b1;
			end
			else
				nxt_state = PORCH;
		end
		default : nxt_state = IDLE;
	endcase
end
endmodule
module slide_intf(clk, cnv_cmplt, rst_n, chnnl, strt_cnv, res, POT_LP, POT_B1, POT_B2, POT_B3, POT_HP, VOLUME);
input clk, rst_n, cnv_cmplt;
input [11:0] res;
output reg [2:0]chnnl;
output reg strt_cnv;
output reg [11:0]POT_LP, POT_B1, POT_B2, POT_B3, POT_HP, VOLUME;
reg [2:0]cnt;
reg state, nxtstate;
reg [2:0] nxtcnt = 3'b0;
localparam IDLE = 1'b0;
localparam CNV = 1'b1;
A2D_intf A2D(.clk(clk), .rst_n(rst_n), .chnnl(chnnl), .strt_cnv(strt_cnv), .MISO(MISO), .cnv_cmplt(cnv_cmplt), .res(res), .A2D_SS_n(A2D_SS_n), .SCLK(SCLK), .MOSI(MOSI));
always @(posedge clk) begin
 if(cnt==3'b000)
  POT_LP <= res;
 else
  POT_LP <= POT_LP;
end
always @(posedge clk) begin
 if(cnt==3'b001)
  POT_B1 <= res;
 else
  POT_B1 <= POT_B1;
end
always @(posedge clk) begin
 if(cnt==3'b010)
  POT_B2 <= res;
 else
  POT_B2 <= POT_B2;
end
always @(posedge clk) begin
 if(cnt==3'b011)
  POT_B3 <= res;
 else
  POT_B3 <= POT_B3;
end
always @(posedge clk) begin
 if(cnt==3'b100)
  POT_HP <= res;
 else
  POT_HP <= POT_HP;
end
always @(posedge clk) begin
 if(cnt==3'b111)
  VOLUME <= res;
 else
  VOLUME <= VOLUME;
end
always_ff @(posedge clk, negedge rst_n)
 if(!rst_n)
  state <= IDLE;
 else
  state <= nxtstate;
always_ff @(posedge clk, negedge rst_n)
 if(!rst_n)
  cnt <= 3'b000;
 else if(cnt == 111)
  cnt <= 3'b000;   
 else
  cnt <= nxtcnt;  
always @(*) begin
chnnl = cnt;
nxtstate = IDLE;
case(state)
 IDLE:  begin
 if(!rst_n)begin
  nxtcnt <= 3'b000;
 end
strt_cnv = 1'b1;
nxtstate = CNV;
chnnl = cnt;
end
 CNV: if(!cnv_cmplt) begin
nxtstate = CNV;
strt_cnv = 1'b0;
end else begin
 if(!rst_n)begin
  nxtcnt <= 3'b000;
 end
strt_cnv = 1'b0;
nxtstate = IDLE;
chnnl = cnt;
if(cnt == 3'b101)
 nxtcnt = 3'b111;
else
 nxtcnt = cnt + 1;
end
endcase
end
endmodule
==> /design/flow/run.sh <==
#!/bin/bash
# OpenROAD 26Q1-2900-gdf79404cd8, Yosys 0.63+post, stock flow scripts
make -C /OpenROAD-flow-scripts/flow DESIGN_CONFIG=/design/flow/config.mk WORK_HOME=/design/flow/orfs finish
==> /design/flow/config.mk <==
export PLATFORM = sky130hd
export DESIGN_NAME = slide_intf
export DESIGN_NICKNAME = slide_intf
export VERILOG_FILES = /design/flow/design.v
export SDC_FILE = /design/flow/constraint.sdc
export NUM_CORES = 4
export LEC_CHECK = 1
export CORE_AREA = 10 10 104 104
export DIE_AREA = 0 0 114 114
==> /design/flow/constraint.sdc <==
current_design slide_intf

set clk_period 3.0
set clk_io_pct 0.2

create_clock -name clk0 -period $clk_period [get_ports {clk}]

set non_clock_inputs [all_inputs -no_clocks]
set_input_delay [expr $clk_period * $clk_io_pct] -clock clk0 $non_clock_inputs
set_output_delay [expr $clk_period * $clk_io_pct] -clock clk0 [all_outputs]
==> impl_report.txt <==
RUN METRICS
----------------------------------------------------
[Yosys]
  Synth cell count leaders ........................ 77 x sky130_fd_sc_hd__buf_4, 19 x sky130_fd_sc_hd__dfrtp_1, 8 x sky130_fd_sc_hd__ha_1, 8 x sky130_fd_sc_hd__nand2_1, 8 x sky130_fd_sc_hd__nor2_1
  Flop and latch count out of synthesis ........................ 33
  Distinct lib cells ........................ 29
  Summed standard-cell area reported by yosys ........................ 0.00187 sq mm
  Yosys Instances ........................ 179
  Top post-synthesis cells by area ........................ sky130_fd_sc_hd__buf_4 31%, sky130_fd_sc_hd__dfrtp_1 25%, sky130_fd_sc_hd__edfxtp_1 11%
  Most area-hungry cell type in the Yosys netlist ........................ sky130_fd_sc_hd__buf_4
  Number of warning messages in the yosys log ........................ 9
  Leading cell type by number of instances after synthesis ........................ sky130_fd_sc_hd__buf_4
  FFs w/ async S/R, synth ........................ 69.7%
  Dominant cell area share ........................ 30.9%
  Synth Flop Type ........................ sky130_fd_sc_hd__dfrtp_1
  Count of flip-flops with a built-in enable after synthesis ........................ 7

[Run status]
  Outcome ........................ aborted with a tool error
  Stage where the flow stopped ........................ synthesis
  Error message ........................ ERROR: Found 13 problems in 'check -assert'.

----------------------------------------------------
logic make-up after synthesis:
kind of cell             after synthesis  synth area share (%)
XOR/XNOR                               7                  3.28
adder cells (fa/ha/maj)                8                  5.35
AND/OR/NAND/NOR                       31                  8.43
multiplexers                           1                 0.802
flip-flops                            30                  42.3
latches                                3                  2.41
buffers and inverters                 85                  32.5
other                                  1                 0.200
AND-OR/OR-AND                         13                  4.75
