## design/flow/config.mk

```make
export PLATFORM = sky130hd
export DESIGN_NAME = LED
export DESIGN_NICKNAME = LED
export VERILOG_FILES = /design/flow/design.v
export SDC_FILE = /design/flow/constraint.sdc
export NUM_CORES = 4
export LEC_CHECK = 1
export CORE_UTILIZATION = 40
```

## design/flow/constraint.sdc

```tcl
current_design LED

set clk_period 7.4
set clk_io_pct 0.2

create_clock -name clk0 -period $clk_period [get_ports {clk}]

set non_clock_inputs [all_inputs -no_clocks]
set_input_delay [expr $clk_period * $clk_io_pct] -clock clk0 $non_clock_inputs
set_output_delay [expr $clk_period * $clk_io_pct] -clock clk0 [all_outputs]
```

## design/flow/design.v

```verilog
module LED (
	input clk,
	input rst_n,
	input [15:0] rht_out,
	input [15:0] lft_out,
	output reg [7:0] LED
);
reg [31:0] cnt;
always @(posedge clk, negedge rst_n) begin
	if(!rst_n)
		cnt <= 32'h0000000;
	else if(cnt == 32'h04000000)
		cnt <= 32'h00000000;
	else
		cnt <= cnt + 1;
end
always @(posedge cnt[25], negedge rst_n) begin
	if(!rst_n)
		LED[3:0] <= 4'h0;
	else if(~&rht_out[15:4])
		LED[3:0] <= 4'b1100;
	else if(~&rht_out[15:8])
		LED[3:0] <= 4'b1110;
	else if(~&rht_out[15:12])
		LED[3:0] <= 4'b1111;
	else
		LED[3:0] <= 4'b1000;
end
always @(posedge cnt[25], negedge rst_n) begin
	if(!rst_n)
		LED[7:4] <= 4'h0;
	else if(~&lft_out[15:4])
		LED[7:4] <= 4'b0011;
	else if(~&lft_out[15:8])
		LED[7:4] <= 4'b0111;
	else if(~&lft_out[15:12])
		LED[7:4] <= 4'b1111;
	else
		LED[7:4] <= 4'b0001;
end
endmodule
```

## design/flow/run.sh

```bash
#!/bin/bash
# OpenROAD 26Q1-2900-gdf79404cd8, Yosys 0.63+post, stock flow scripts
make -C /OpenROAD-flow-scripts/flow DESIGN_CONFIG=/design/flow/config.mk WORK_HOME=/design/flow/orfs finish
```

==> out/qor.rpt <==
DRT
------------------------------------------------------------------------------------
Router iterations before antenna repair ...............................            5
Post-DR vias/cell .....................................................        5.036
Number of DRC violations after detailed routing .......................            0
DRC violation total after the first TritonRoute iteration .............           40
Number of antenna-violating nets in the routed design .................            0
Inserted Diodes .......................................................            0
Via count .............................................................         1274
Total wirelength of the detailed-routed design ........................     3.333 mm
DR WL/cell ............................................................     13.17 µm

SYNTHESIS
------------------------------------------------------------------------------------
Simple-gate share of the synthesized area .............................       26.23%
Dominant combinational cell family by area after synthesis ............ simple AND/OR/NAND/NOR gates
Fraction of synthesis flops using an asynchronous set or reset pin ....       100.0%
Total cells reported by yosys after synthesis .........................          161
Top cell types by occurrence after synthesis .......................... 39 x sky130_fd_sc_hd__dfrtp_1, 15 x sky130_fd_sc_hd__xor2_1, 14 x sky130_fd_sc_hd__xnor2_1
Synthesized-area fraction occupied by xor and xnor cells ..............       14.28%
Library cell with the highest instance count after synthesis .......... sky130_fd_sc_hd__dfrtp_1
Main flop type ........................................................ sky130_fd_sc_hd__dfrtp_1
Adder Area Share ......................................................       1.406%
Mux share of post-synthesis cell area .................................           0%
Cell count after synthesis ............................................          161
Synthesized cell area ................................................. 0.001779 mm²
Post-synthesis sequential area ratio ..................................       54.85%
Cell accounting for the most synthesized area ......................... sky130_fd_sc_hd__dfrtp_1
Synth unique cells ....................................................           26
Share of synthesized cell area in and-or and or-and compound cells ....      0.7032%
Post-synth tally of flip-flops with integrated enable .................            0
Fraction of synthesized cell area taken by the top area cell type .....       54.85%
Average footprint of a synthesized cell ...............................    11.05 µm²
Synth flops ...........................................................           39
Yosys synthesis chip area ............................................. 0.001779 mm²
Yosys warning count ...................................................            1
Top area cell types ................................................... sky130_fd_sc_hd__dfrtp_1 55%, sky130_fd_sc_hd__xor2_1 7.4%, sky130_fd_sc_hd__xnor2_1 6.9%

CRITICAL PATH
------------------------------------------------------------------------------------
Cell type of the slowest stage on the worst timing path ............... sky130_fd_sc_hd__or4_4
Maximum cell stage delay along the critical path ......................       610 ps
Crit path from ........................................................ cnt[0]$_DFF_PN0_
Capture point of the worst reg-to-reg path ............................ cnt[26]$_DFF_PN0_
Data arrival at the endpoint of the critical path .....................      2260 ps
Number of cells on the worst reg-to-reg path ..........................            5
Crit Path Max Fanout ..................................................           10
Crit-path leading delay family ........................................ simple AND/OR/NAND/NOR gates
Crit start category ...................................................         flop
Slack of the worst reg-to-reg path ....................................      5350 ps
Worst Path Buf+Inv ....................................................            0
Stages on the worst setup path ........................................            5
WS Path Type .......................................................... flop to flop
Type of element capturing the critical path ...........................         flop
Critical register-to-register path startpoint ......................... cnt[0]$_DFF_PN0_
Cells along the critical path ......................................... ha_1, nand2_1, or4_4, or4_1, a21oi_1
Data required time of the critical path ...............................      7610 ps
Endpoint of the most critical setup path .............................. cnt[26]$_DFF_PN0_

POWER AND IR DROP
------------------------------------------------------------------------------------
P per Cell Area ....................................................... 147.5 mW/mm²
Proportion of power drawn by the clock network ........................        42.2%
Worst supply voltage drop on vdd ......................................     121.8 µV
Leakage power total ................................................... 0.0009798 µW
Net switching fraction of the power ...................................       19.26%
Sequential Power Share ................................................        52.5%
Fraction of power consumed by combinational cells .....................         5.3%
Internal power ........................................................     269.6 µW
Switching Power .......................................................     64.33 µW

RUN
------------------------------------------------------------------------------------
Max capacitance violation total .......................................            0
Count of tool warnings ................................................           34

TIMING
------------------------------------------------------------------------------------
Tightest slew margin relative to the limit ............................       43.82%
Final critical-path share of the clock period .........................       27.73%
Number of hold violations in the final report .........................            0
Number of unconstrained endpoints .....................................           10
Slew Viols, Final .....................................................            0
Worst clock skew ......................................................     4.856 ps
Count of final setup violators ........................................            0
Maximum clock frequency ...............................................    487.4 MHz
Setup TNS .............................................................         0 ps
Setup repair after global routing missed its margin ...................           no
Count of unclocked register or latch pins .............................            7
Transition time of the tightest slew-check pin ........................     835.8 ps
Min Clock Period, post-route ..........................................      2052 ps
Worst setup slack after layout ........................................      5348 ps

FLOORPLANNING
------------------------------------------------------------------------------------
Std-Cell Core Area .................................................... 0.004144 mm²
Die width .............................................................     68.70 µm
Overall chip area ..................................................... 0.004719 mm²
Row count .............................................................           23
Y dimension of the die ................................................     68.70 µm
Core utilization before placement .....................................       42.93%
Count of boundary I/O pins ............................................           42

CLOCK TREE
------------------------------------------------------------------------------------
Source-to-sink clock delay at the later pin of the worst-skew pair ....       280 ps
CTS buffer count ......................................................            5
Number of buffers added to fix hold violations after cts ..............            0
H-tree levels .........................................................            2
TritonCTS clock tree ..................................................          yes
Post-CTS Repair Setup Buffers .........................................            0
Clock slew seen by the registers of the worst setup and hold paths ....        60 ps
Root buffer selected by CTS ........................................... sky130_fd_sc_hd__clkbuf_8
Clock buffer depth ....................................................            2
PostCTS Resize Cnt ....................................................            0

GRT
------------------------------------------------------------------------------------
Global-route wire length before repair ................................     5.313 mm
Combined global-route utilization of all metal layers .................       15.46%
Number of antenna violations at the first check in global routing .....            0
Number of global-route vias before repair .............................         1128
Maximum number of pins on one net before global-route repair ..........           40
Overall overflow remaining after global route .........................            0

OUTCOME
------------------------------------------------------------------------------------
Outcome ............................................................... complete, no violations

PLACE
------------------------------------------------------------------------------------
Post-placement setup slack ............................................      5372 ps
Weighted congestion at the end of routability-driven global placement .       0.7826
Post-placement cell count .............................................          246
Count of buffers from port buffering ..................................           33
Placed wire-length estimate after detailed placement ..................     2.449 mm

WORST HOLD PATH
------------------------------------------------------------------------------------
Path class of the lowest-slack min-delay path ......................... flop to flop

LAYOUT
------------------------------------------------------------------------------------
Area growth syn-to-layout .............................................       27.22%
Proportion of layout cells with a drive suffix above 1 ................       6.404%
Post-Layout Cell Count ................................................          253
Share of the core filled with cells in the final layout ...............       54.62%

[flip-flops by register name, summed over array words and instances, names as in the netlist]
register	cells
cnt	32
LED	7
[kinds of logic (layout without fill, tap and decap cells)]
kind of cell               Yosys count  count (layout)
and+or+nand+nor                     80              80
other                                2               5
DFF                                 39              39
buffers and inverters                7              46
adders and majority gates            2               2
xor gates and xnor gates            29              29
AOI/OAI and AO/OA                    2               2
[power groups by stage]
stage	logic [µW]	registers (µW)	clock network, µW
final	17.8	175	141
after global routing	19.8	175	153
after CTS	18.2	175	146
[layout make-up]
cell class	instances	area (µm²)
clock buffers	7	96.34
fillers	347	1881
multi-input cells	118	777.0
repair buffers	34	332.8
flip-flops and latches	39	975.9
inverters	5	18.77
well taps	50	62.56
[placed cells by master (no fill, tap or decap), types with 3 or more instances in the layout]
master	netlist	layout
sky130_fd_sc_hd__dfrtp_1	39	39
sky130_fd_sc_hd__clkdlybuf4s50_1	0	32
sky130_fd_sc_hd__xor2_1	15	15
sky130_fd_sc_hd__xnor2_1	14	14
sky130_fd_sc_hd__nand2_1	12	12
sky130_fd_sc_hd__nand3_1	12	12
sky130_fd_sc_hd__nor4_1	12	12
sky130_fd_sc_hd__nand4_1	12	12
sky130_fd_sc_hd__nor2_1	8	8
sky130_fd_sc_hd__clkbuf_8	0	7
sky130_fd_sc_hd__nor3_1	6	6
sky130_fd_sc_hd__conb_1	2	5
sky130_fd_sc_hd__inv_1	5	5
sky130_fd_sc_hd__and2_1	5	5
sky130_fd_sc_hd__and4_1	3	3
[routing by layer]
metal	track usage, %	wire length (µm)	vias to the layer above
met3	3.000	88	5
met1	27.03	1757	610
li1	-	-	642
met5	0	0	-
met4	2.296	33	0
met2	20.59	1454	17
[how the worst min path moves through the flow]
| stage | endpoint | depth (start not counted) | startpoint |
|---|---|---|---|
| final | cnt[31]$_DFF_PN0_ | 1 | cnt[31]$_DFF_PN0_ |
| after global routing | cnt[31]$_DFF_PN0_ | 1 | cnt[31]$_DFF_PN0_ |
| after CTS | cnt[31]$_DFF_PN0_ | 1 | cnt[31]$_DFF_PN0_ |
[stage by stage]
stage,instance area [µm²],power (µW),hold WS [ps]
after detailed placement,2167,196.6,473.7
after global placement,2167,196.1,472.8
after CTS,2263,339.5,483.2
final,2263,333.9,476.5
after floorplan,1790,179.1,446.6
after global routing,2263,347.9,493.6
Power figures rest on the tool's default switching activity, not on a simulated workload.
