<file path="design/flow/design.v">
module bandScale(clk, POT, audio, scaled);
input [11:0] POT;
input clk;
input signed [15:0] audio;
output signed [15:0] scaled;
wire [23:0] UnsignedMult = POT*POT;
wire [12:0] signedInput = {1'b0,UnsignedMult[23:12]};
wire signed [28:0] SignedMult = signedInput * audio;
wire signed [3:0] sat = SignedMult[28:25];
wire signed [15:0] finalAudio = SignedMult[25:10];
localparam sat_neg = 4'b1111;
localparam sat_pos = 4'b0111;
assign scaled = (sat==sat_pos)  ?   16'h8000:
		(sat==sat_neg)  ?   16'h7fff:
				    finalAudio;
endmodule
</file>
<file path="design/flow/config.mk">
export PLATFORM = sky130hd
export DESIGN_NAME = bandScale
export DESIGN_NICKNAME = bandScale
export VERILOG_FILES = /design/flow/design.v
export SDC_FILE = /design/flow/constraint.sdc
export NUM_CORES = 4
export LEC_CHECK = 1
export CORE_UTILIZATION = 40
</file>
<file path="design/flow/run.sh">
#!/bin/bash
# OpenROAD 26Q1-2900-gdf79404cd8, Yosys 0.63+post, stock flow scripts
make -C /OpenROAD-flow-scripts/flow DESIGN_CONFIG=/design/flow/config.mk WORK_HOME=/design/flow/orfs finish
</file>
<file path="design/flow/constraint.sdc">
current_design bandScale

set clk_period 27.0
set clk_io_pct 0.2

create_clock -name clk0 -period $clk_period

set non_clock_inputs [all_inputs -no_clocks]
set_input_delay [expr $clk_period * $clk_io_pct] -clock clk0 $non_clock_inputs
set_output_delay [expr $clk_period * $clk_io_pct] -clock clk0 [all_outputs]
</file>
==> flow_metrics.rpt <==
FLOW METRICS REPORT
----------------------------------------------------
[Final timing]
  Transition time of the tightest slew-check pin ........................ roughly 860 ps
  Number of setup violations in the final report ........................ 0
  Worst Slack Setup Final ........................ 3730 ps
  RSZ-0062 raised after global routing ........................ no
  Final period util ........................ 0.862
  Worst relative slew slack ........................ 0.426
  Final Slew Violations ........................ 0
  Maximum clock frequency ........................ 43.0 MHz
  Final critical-path required period ........................ roughly 23000 ps
  Final hold violations ........................ 0
  Setup Total Neg Slack ........................ 0 ps

[Cells and area]
  Ratio of cells with drive above 1 in the final layout ........................ 0.0256
  Flop count ........................ 0
  Most frequent cells in the layout ........................ 295 x inv_1, 216 x fa_1, 167 x nand2_1
  Commonest Layout Cell ........................ inv_1
  Total area of sequential cells ........................ 0 µm²
  Finished Core Util ........................ 0.439
  P&R area growth vs syn ........................ 7.41%
  Layout clock buffer count ........................ 0

[Run]
  Count of maximum capacitance violations ........................ 0
  Stage-log warning count ........................ 35

[Die]
  Core Box Area ........................ ~24000 µm²
  Starting Density ........................ 0.408
  Height of the chip ........................ between 150 and 200 µm
  Horizontal die size ........................ between 150 and 200 µm
  Number of top-level pins ........................ about 45
  Num rows ........................ between 50 and 60
  Die area ........................ approximately 25000 µm²

[Logic synthesis]
  Yosys Instances ........................ between 1000 and 1500
  Yosys chip area ........................ 9930 µm²
  Avg Inst Size Synth ........................ ~8.5 µm²
  Main area contributors ........................ fa_1 44%, ha_1 15%, inv_1 11%, and2_1 7.2%, nand2_1 6.3%
  Largest area contributor in the netlist ........................ fa_1
  Yosys Warn Count ........................ 0
  Cell variety after synth ........................ ~58
  Netlist area before placement ........................ around 9900 µm²
  Post-Syn Instances ........................ roughly 1200
  Sequential-to-total area share from yosys stat ........................ 0
  Dominant cell area share ........................ 0.435

[Routing]
  Vias per inst ........................ around 4.8
  Remaining antenna violation count after routing ........................ 0
  Final antenna diode count ........................ 0
  Vias ........................ just over 7000
  Detailed-route wire length ........................ slightly below 20000 µm
  Count of routing violations after the opening detailed-route iteration ........................ 218
  Average wire per cell in the routed design ........................ between 10 and 15 µm
  Post-detailed-route DRC marker count ........................ 0
  Number of optimization iterations in the first detailed-route pass ........................ 6

[Place]
  Half-perimeter wire length after placement ........................ 17000 µm
  Input/output buffers ........................ about 44
  Worst setup slack before clock tree synthesis ........................ around 3700 ps
  Final estimated routing congestion in global placement ........................ 0.890

[Worst hold path]
  Hold path startpoint ........................ audio[1]
  HP Class ........................ input pin to output pin
  Hold EP ........................ scaled[3]
  Hold depth ........................ 6

[Clock tree]
  Buffer count from post-CTS setup fixing ........................ 0
  Number of gates resized after CTS ........................ 0
  Count of hold-fix buffers inserted at cts ........................ 0

[Setup path]
  Startpoint type of the worst setup path ........................ input pin
  Most numerous cell on the critical path ........................ fa_1
  Largest fanout of any net on the critical path ........................ 16
  Critical path class ........................ input pin to output pin
  Slowest cell on the critical path ........................ clkdlybuf4s50_1
  Data arrival time at the worst-slack endpoint ........................ approximately 18000 ps
  Crit. End Element ........................ output pin
  Slowest Stage Delay on Critical Path ........................ 830 ps
  CP Data Required Time ........................ 21600 ps

[Outcome]
  Result of the run ........................ complete, no violations

[Global routing]
  Vias in the first global route ........................ roughly 7500
  Global Route Usage Sum ........................ 0.178
  Final global-route overflow total ........................ 0
  Largest net degree at the start of global routing ........................ 18
  Wire length of the first global-routing pass ........................ 35600 µm
  Number of antenna violations at the first check in global routing ........................ 0

----------------------------------------------------
[worst max path at each step]
stage	to	startpoint	cells past startpoint	slack (ps)
after global routing	scaled[0]	POT[6]	42	2990
final	scaled[0]	POT[6]	40	3730
after CTS	scaled[0]	POT[6]	40	3670
[cell usage after synthesis (all sizes together), types with 2 or more instances]
library cell / number
ha: 118
nand2b: 4
o2111ai: 2
a211oi: 4
buf: 6
and3: 8
xnor2: 17
a41oi: 3
nor3: 7
a31oi: 5
o21a: 3
nand3: 8
or3b: 2
a21o: 11
a221oi: 4
nor2b: 3
a21boi: 3
nor4: 2
o21bai: 5
a31o: 2
inv: 295
clkbuf: 39
nor2: 14
or2: 4
nand4: 6
and2: 114
o21ai: 11
nand2: 167
a21oi: 39
fa: 216
nand3b: 2
nor3b: 6
xor2: 18
o211ai: 6
[per-layer routing]
layer  track usage  share of wire  up-vias
met5             0              0        -
met4       0.00262         0.0015        0
met3        0.0348          0.046        4
met2         0.291           0.49      143
met1         0.271           0.46     3459
li1              -              -     3515
[critical path, delay by kind of cell]
family          cells  cell delay [ps]
compound gates     11             2690
xor+xnor            1              660
fa+ha+maj          12             5400
buf+inv             9             1730
simple gates        7             1970
[through the flow]
step           cells  hold WS, ps  instance area, µm²
6_report        1497        12420               10700
5_1_grt         1497        12530               10700
3_3_place_gp    1497        12440               10700
2_1_floorplan   1164        11120                9930
4_1_cts         1497        12450               10700
3_5_place_dp    1497        12450               10700
[cell type report]
class              count  area, µm²
fillers             2373      13700
multi-input cells    824       8640
inverters            295       1110
repair buffers        54        515
well taps            324        405
[kinds of logic after synthesis]
logic type,count (synthesis),share of synthesized area
AND-OR/OR-AND,104,0.0747
AND/OR/NAND/NOR,349,0.176
multiplexers,2,0.00214
buffers and inverters,340,0.130
XOR/XNOR,35,0.0324
adder cells (fa/ha/maj),334,0.584
